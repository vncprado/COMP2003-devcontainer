<file path="flow/design.v">
typedef enum logic [1:0] {
    AS_ADD,
    AS_SUB,
    AS_A,
    AS_B
} as_ctl_t;
typedef enum logic [1:0] {
    SH_PASS,
    SH_LEFT,
    SH_ONE,
    SH_ONES
} shift_ctl_t;
typedef logic [15:0] reg16_t;
module ld_reg(
    output reg16_t q,
    input reg16_t d,
    input logic clk, reset, ld
);
    always_ff @(posedge clk) begin
        if ( reset ) begin
            q <= 0;
        end
        else begin
            if ( ld ) q <= d;
        end
    end
endmodule
module as_alu (
    output reg16_t out,
    input reg16_t a, b,
    input as_ctl_t ctl
);
    always_comb begin
        case( ctl ) 
            AS_ADD : out = a + b;
            AS_SUB : out = a - b;
            AS_A : out = a;
            AS_B : out = b;
        endcase
    end
endmodule
module shifter(
    output reg16_t out,
    input reg16_t in,
    input shift_ctl_t ctl
);
    always_comb begin
        case( ctl )
            SH_PASS: out = in;
            SH_LEFT: out = in << 1;
            SH_ONE: out = 1;
            SH_ONES: out = 16'hffff;
        endcase
    end
endmodule
module seq_gen_dp (
    output reg16_t out,
    input logic clk, reset,
    input as_ctl_t as_ctl,
    input shift_ctl_t shift_ctl,
    input logic r1_ld, r0_ld
);
    reg16_t alu_bus, sh_bus, r0_v, r1_v;
    shifter SH( .out(sh_bus), .in(r0_v), .ctl(shift_ctl) );
    ld_reg R1( .q(r1_v), .d(r0_v), .clk(clk), .reset(reset), .ld(r1_ld) );
    as_alu ALU( .out(alu_bus), .a(sh_bus), .b(r1_v), .ctl(as_ctl) );
    ld_reg R0( .q(r0_v), .d(alu_bus), .clk(clk), .reset(reset), .ld(r0_ld) );
    assign out = r0_v;
endmodule
</file>
<file path="flow/run.sh">
#!/bin/bash
# OpenROAD 26Q1-2900-gdf79404cd8, Yosys 0.63+post, stock flow scripts
make -C /OpenROAD-flow-scripts/flow DESIGN_CONFIG=/design/flow/config.mk WORK_HOME=/design/flow/orfs finish
</file>
<file path="flow/config.mk">
export PLATFORM = sky130hd
export DESIGN_NAME = seq_gen_dp
export DESIGN_NICKNAME = seq_gen_dp
export VERILOG_FILES = /design/flow/design.v
export SDC_FILE = /design/flow/constraint.sdc
export NUM_CORES = 4
export LEC_CHECK = 1
export CORE_UTILIZATION = 30
</file>
<file path="flow/constraint.sdc">
current_design seq_gen_dp

set clk_period 5.7
set clk_io_pct 0.2

create_clock -name clk0 -period $clk_period [get_ports {clk}]

set non_clock_inputs [all_inputs -no_clocks]
set_input_delay [expr $clk_period * $clk_io_pct] -clock clk0 $non_clock_inputs
set_output_delay [expr $clk_period * $clk_io_pct] -clock clk0 [all_outputs]
</file>
==> impl_metrics.yaml <==
# physical design summary
status:
  status: "complete, no violations"
layout:
  logic_area_um2: 1960
  n_fill_cell: 898
  final_layout_size_suffix_gt1_frac: 0.0741
  seq_area_um2: 641
  areaGrowthSynthToFinish_pct: 15.9
  fin_cells: 486
sta:
  rsz0062_at_grt: "no"
  fmax_ghz: 0.215
  setup_tns_ps: 0
  hold_viol: 0
  slew_headroom: 0.566
  max_slew.worst_pin.slew_ps: 649
  hold_ws_ps: 528
  drv_slew: 0
  min_period_ps: 4660
  setup_violations: 0
  finalClockPeriodUsage: 0.818
  finClkSkew_ps: 6.90
min_path:
  hp-class: "flop to flop"
  hold_start: "R0.q[6]"
pwr:
  p_leak_nw: 1.27
  p_per_area_nw_per_um2: 299
  finalPower_mw: 0.941
  peakVddDrop_uv: 106
clock_network:
  clock_latency_ps: 290
  cts_setup_buffers: 0
  cts_tree: "yes"
  cts_made_buffers: 5
  cts.sinks: 32
  root_buffer: "clkbuf_8"
  cts_hold_buf: 0
  htreeDepth: 2
  path_clk_slew_ps: 70
  post_cts_resized: 0
  clockBufferDepth: 2
detailed_routing:
  ant_nets: 0
  antenna_cells: 0
  viasPerCell: 5.50
  wl_per_cell_um: 15.8
  firstDrtPassIters: 4
  dr_total_vias: 2671
  drc: 0
  drt_iter0_drc: 137
  drt-total-wl_um: 7680
global_routing:
  grt_max_degree: 36
  grt_use_total: 0.169
  gr-total-overflow: 0
  grt_pass1_vias: 2568
  grt_pass1_wl_um: 12800
  grt_antenna_before_repair: 0
floorplan:
  chipArea_um2: 9420
  die_h_um: 97.0
  die-width_um: 97.0
  num_io_pins: 24
  core_area_um2: 8720
  row_count: 34
  fp_util: 0.311
placed_design:
  place_inst: 478
  portBuffers: 23
  place_hpwl_um: 5540
  place.gp.congestion: 0.904
worst_setup_path:
  crit_path_start: "as_ctl[1]"
  end_kind: "flop"
  crit_path_cell_trace: "clkdlybuf4s50_1 -> buf_4 -> clkinv_1 -> nand2_1 -> mux2i_1 -> ha_1 -> nor2b_1 -> o31a_2 -> o31ai_1 -> o31ai_1 -> xnor2_1 -> a2111oi_2"
  critical_path_class: "input pin to flop"
  cp.arrival_ps: 4850
  crit-reg2reg-launch: "R1.q[2]"
  crit_family: "AND-OR/OR-AND gates"
  path_common_cell: "o31ai_1"
  max_stage_delay_ps: 460
  critPathBufInv: 3
  crit_slowest_cell: "clkdlybuf4s50_1"
  worstPathRequired_ps: 5890
  crit_path_start_kind: "input pin"
  cp_max_fo: 24
synth:
  synthCells: 360
  synthTopCellsByArea: "dfxtp_1, ha_1, mux2i_1, a21oi_1, nor2_1"
  synthesis.area_um2: 2710
  avgSynthCellArea_um2: 7.53
  async_flop_share: 0
  top_cell_area_share: 0.236
  numSynthFlops: 32
  ys_cells: 360
  yosysWarnings: 3
  ys.flop_type: "dfxtp_1"
  synth-area-yosys_um2: 2710
  yosysUniqueCellTypes: 54
  most_common_cell: "nor2_1"
  yosysTopAreaCell: "dfxtp_1"
  common_cells: "nor2_1, nand2_1, a21oi_1"
  edf_count: 0
  ys_seq_share: 0.236
run:
  warnings: 25
  drv_cap: 0
==> through the flow <==
step,setup slack [ps],instance area [um^2],util
6_report,1040,3140,0.360
5_1_grt,802,3140,0.360
4_1_cts,1060,3140,0.360
3_5_place_dp,803,3050,0.350
3_3_place_gp,802,3050,0.350
2_1_floorplan,2090,2710,-
==> routing by layer <==
layer  GRT usage  up-vias  wire, um
li1            -     1340         -
met1       0.249     1224      3610
met2       0.255       89      3400
met3      0.0206       18       419
met4      0.0620        0       247
met5           0        -         0
==> sequential cells by signal (all words and copies together), names as in the netlist <==
register / count
R1.q: 16
R0.q: 16
==> worst paths after layout <==
| check | to | slack, ps | depth (start not counted) |
|---|---|---|---|
| setup / recovery | R0.q[13] | 1040 | 12 |
| hold / removal | R0.q[6] | 530 | 2 |
| setup reg to reg | R0.q[14] | 2340 | 11 |
| hold reg to reg | R0.q[6] | 530 | 2 |
==> tightest hold or removal path, cell delays in order (launching register included) <==
cell and delay (ps):
dfxtp_1 340, nor2_1 90, a211oi_1 50
==> where the power goes <==
group | switching (mW) | internal (mW)
combinational | 0.254 | 0.220
clock | 0.0896 | 0.0964
sequential | 0.0348 | 0.247
==> cells in the final DEF, fill, tap and decap left out, types with 4 or more instances in the layout <==
master and instances:
xor2_1 9, mux2i_1 19, nand4_1 4, clkdlybuf4s50_1 23, mux2_2 4, nand2_1 43, o22ai_1 5, nor2_1 46
xnor2_1 14, buf_4 7, nand2b_1 4, ha_1 16, a211o_1 4, a211oi_1 12, clkbuf_8 6, inv_1 6
o31ai_1 6, dfxtp_1 32, a21oi_1 37, o21ai_0 23
==> area by class of cell <==
type	instances	share of cell area
Multi-Input combinational cell	300	0.624
Sequential cell	32	0.204
Timing Repair Buffer	30	0.0900
Tap cell	108	0.0430
Clock buffer	6	0.0263
Inverter	8	0.00956
Clock inverter	2	0.00319
==> cell families (layout without fill, tap and decap cells) <==
logic type                 Yosys count  in the layout  share of synthesized area
muxes                               23             23                     0.0868
adders and majority gates           17             17                     0.0813
buffers and inverters               28             46                     0.0402
AOI/OAI and AO/OA                  113            113                      0.262
xor gates and xnor gates            24             24                     0.0803
DFF                                 32             32                      0.236
and+or+nand+nor                    123            123                      0.213
Power figures rest on the tool's default switching activity, not on a simulated workload.
