==> flow/design.v <==
module ram #(parameter N=6, M=32) (
    input logic clk, we,
    input logic [N-1:0] adr,
    input logic [M-1:0] din,
    output logic [M-1:0] dout
);
    logic [M-1:0] mem[ 2**N-1:0];  
    always_ff @(posedge clk) 
        if ( we ) mem[adr] <= din;
    assign dout = mem[adr];
endmodule
==> flow/run.sh <==
#!/bin/bash
# OpenROAD 26Q1-2900-gdf79404cd8, Yosys 0.63+post, stock flow scripts
make -C /OpenROAD-flow-scripts/flow DESIGN_CONFIG=/design/flow/config.mk WORK_HOME=/design/flow/orfs finish
==> flow/config.mk <==
export PLATFORM = sky130hd
export DESIGN_NAME = ram
export DESIGN_NICKNAME = ram
export VERILOG_FILES = /design/flow/design.v
export SDC_FILE = /design/flow/constraint.sdc
export NUM_CORES = 4
export LEC_CHECK = 1
export CORE_UTILIZATION = 50
==> flow/constraint.sdc <==
current_design ram

set clk_period 32.2
set clk_io_pct 0.2

create_clock -name clk0 -period $clk_period [get_ports {clk}]

set non_clock_inputs [all_inputs -no_clocks]
set_input_delay [expr $clk_period * $clk_io_pct] -clock clk0 $non_clock_inputs
set_output_delay [expr $clk_period * $clk_io_pct] -clock clk0 [all_outputs]
==> changes_impl.md <==
### Changed

* Worst Max-Slew Pin Slew at 1.17 ns
* Vias in the first global route at 43700
* Tool warning count at 26
* Hold buffer count at CTS at 0
* Cell Rows at 144
* Grt total ovfl at 0
* Initial DRC count at 2984
* Count of final setup violators at 0
* Status: finished clean
* Critical Path End Type: output port
* Clock buffer depth at 3
* Post-DP HPWL at 132000 µm
* Avg Cell Area, Syn at 18.6 µm²
* # IOs at 72
* Die Wd at 398 µm
* Mean routed wirelength per cell at 34.2 µm
* Vias per Instance at 6.44
* Final Hold Vio Count at 0
* Worst setup SP type: input pin
* Synth-to-Final Area Change at 12.8%
* Yosys synthesis chip area at 78300 µm²
* PD cells at 62.4 nW/µm²
* Peak supply drop at 0.0571 mV
* Cells after Synth at 4207
* CTS Sinks at 2048
* Total negative slack at 0 ns
* CTS H-tree lvls at 4
* Ys cells at 4207
* Max reg flops at 2048
* Max cap viols at 0
* Synth Warn # at 1
* Max-slew violations at 0
* Via count at 42400
* WP data arrival at 12.13 ns
* Post-CTS Setup Inserts at 0
* Post-cts sizing count at 0
* Post-synthesis sequential area ratio at 78.6%
* Crit Path Class: input pin to output port
* Post-route design area at 88300 µm²
* Core area at 155000 µm²
* Fp_density at 50.6%
* Crit path DRT at 25.76 ns
* TritonRoute pass-1 iters at 8
* Pin count of the biggest net entering global routing at 73
* Die H at 398 µm
* Chip area at 158000 µm²
* Cell at the root of the clock tree: clkbuf_16
* First-pass GRT wire length at 320000 µm
* DRT Wirelength at 225000 µm
* Post-Syn Area at 78300 µm²
* Largest regs: mem: 2048 flops
* EDFF count, synth at 2048
* Port bufs at 71
* Final Cycle Share at 57.7%
* Final Critical Period at 18.57 ns
* Normalized max-slew margin at 21.0%
* Fmax at 53.9 MHz
* Post-route ant nets at 0
* Share of flip-flops with an asynchronous set or reset at 0%
* Largest register by flop count: mem
* Leak at 28.2 nW
* Placer Congestion at 0.970
* Layout cells sized above 1 at 17.8%
* Commonest flop: edfxtp_1
* Top cell excl fill/tap: edfxtp_1
* Largest type area fraction at 78.6%
* Leading area contributor after synthesis: edfxtp_1
* Worst min-delay path class: input pin to register
* Ys flops at 2048
* DRC violations left at 0
* Synth area leaders: edfxtp_1 (79%), mux2i_1 (3.3%), mux4_2 (2.8%)
* Reg clk slew, reported paths at 0.06 ns
* Initial antenna violation count at 10
* Distinct cells, synth at 55
* RSZ-0062 raised after global routing: false
* Top Layout Cells: edfxtp_1 (2048), mux2i_1 (259), clkbuf_16 (208)
* Total Routing Usage GR at 32.4%
* Num CTS Buffers at 201
* Post-DP Area at 82000 µm²
* Worst-path fanout max at 72
* CTS tree: built
[final cells by class]
class / count / area [µm²]
fill: 11200 / 66400
tap: 2044 / 2560
inverter: 2 / 15.0
clock inverter: 116 / 887
sequential: 2048 / 61500
clock buffer: 255 / 5380
timing repair buffer: 251 / 1930
multi-input combinational: 1859 / 16000
antenna: 5 / 12.5
[report_power, final]
group / internal [mW] / switching (mW) / leakage (nW)
logic: 0.0913 / 0.220 / 6.75
clock network: 1.27 / 0.968 / 3.04
registers: 2.95 / 0.00365 / 18.4
[critical path: stages]
cell and delay [ns]:
buf_8 0.43, buf_12 0.47, buf_4 0.63, buf_4 0.66
nor2_4 0.26, buf_4 0.36, buf_4 0.35, and3_1 0.26
nor4_1 0.32, a31oi_1 0.32, a2111oi_0 0.53, nand3_1 0.35
clkdlybuf4s50_1 0.51
[layer usage]
metal / share of wire (%) / vias to the layer above / GRT usage, %
li1: - / 17900 / -
met1: 33 / 21100 / 43.5
met2: 44 / 2902 / 42.8
met3: 19 / 390 / 27.1
met4: 3.0 / 36 / 7.38
met5: 0.51 / - / 4.78
[Yosys cell counts (all sizes together) (3+ instances only)]
cell type and n:
edfxtp 2048, mux2i 259, a22oi 188, a221oi 175, clkbuf 169, mux2 147, nor2 145, buf 129
a21oi 121, mux4 96, o22ai 93, and3 85, o21ai 85, o22a 70, a22o 66, nand3 54
a31oi 43, nand2 28, nor3 22, nand2b 18, a211oi 17, a222oi 16, a2111oi 15, a221o 15
o2bb2ai 15, or4 15, nor4 14, or4b 14, nor2b 8, o221ai 6, and2 5, or3 4
nand4 3
[cell families (layout without fill, tap and decap cells)]
logic type / after synthesis / count (layout) / synth area share, %
and+or+nand+nor: 424 / 424 / 2.83
DFF: 2048 / 2048 / 78.6
muxes: 502 / 502 / 8.19
buffers and inverters: 300 / 624 / 1.70
other: 0 / 5 / 0
AOI/OAI and AO/OA: 933 / 933 / 8.73
[final timing paths]
kind | to | from | depth (start not counted) | slack [ns]
setup / recovery | dout[16] | adr[1] | 13 | 13.63
hold / removal | mem[20][9]$_DFFE_PP_ | din[9] | 1 | 5.91
[stage by stage]
| stage | setup WS (ns) | hold WS (ns) | cells | total power [mW] | utilization, % |
|---|---|---|---|---|---|
| after detailed placement | 13.87 | 6.73 | 6204 | 3.32 | 53.0 |
| final | 13.63 | 5.91 | 6580 | 5.51 | 57.1 |
| after CTS | 13.86 | 5.88 | 6575 | 5.54 | 57.1 |
| after global placement | 13.87 | 6.75 | 6204 | 3.32 | 53.0 |
| after global routing | 13.42 | 5.90 | 6576 | 5.66 | 57.1 |
| after floorplan | 17.21 | 6.54 | 4207 | 3.15 | - |
Power and IR drop assume default switching activity.
