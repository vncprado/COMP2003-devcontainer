**./design.v**
```verilog
module ha( output logic c,s, input logic a,b);
    assign c = a & b;
    assign s = a ^ b;
endmodule
module fa( output logic c,s, input logic a,b, cin);
    assign c = a & b | a & cin | b & cin;
    assign s = a ^ b ^ cin;
endmodule
module adder #(parameter N=4) (
    output [N-1:0] sum,
    input [N-1:0] a, b
);
    logic [N-1:0] carries;
    ha bits0 ( carries[0], sum[0], a[0], b[0]);
    genvar i;
    generate 
        for( i = 1; i < N; i = i + 1 ) begin : ripple
            fa bits ( carries[i], sum[i], a[i], b[i], carries[i-1] );
        end
    endgenerate
endmodule
module counter #(parameter N=8) (
    output logic [N-1:0] count,
    input logic clk, reset
);
    logic [N-1:0] next;
    logic [N-1:0] one;
    assign one = 1;
    nbit_dff #(N) st( count, next, clk, reset);
    adder #(N) inc( next, count, one);
endmodule
module nbit_dff #(parameter N=8) (
    output logic [N-1:0] q,
    input logic [N-1:0] d,
    input logic clk, reset );
    always_ff @(posedge clk) begin
        if ( reset ) begin
            q <= 0;
        end
        else begin
            q <= d;
        end
    end
endmodule
module seq4( output logic [1:0] cur,
             input logic clk, reset );
    logic [1:0] next;
    always_comb begin
        case(cur)
            2'b00: next = 2'b01;
            2'b01: next = 2'b11;
            2'b11: next = 2'b10;
            2'b10: next = 2'b00;
        endcase
    end
    nbit_dff #(2) st( cur, next, clk, reset);
endmodule
```
**./constraint.sdc**
```tcl
current_design counter

set clk_period 2.3
set clk_io_pct 0.2

create_clock -name clk0 -period $clk_period [get_ports {clk}]

set non_clock_inputs [all_inputs -no_clocks]
set_input_delay [expr $clk_period * $clk_io_pct] -clock clk0 $non_clock_inputs
set_output_delay [expr $clk_period * $clk_io_pct] -clock clk0 [all_outputs]
```
**./config.mk**
```make
export PLATFORM = sky130hd
export DESIGN_NAME = counter
export DESIGN_NICKNAME = counter
export VERILOG_FILES = /design/flow/design.v
export SDC_FILE = /design/flow/constraint.sdc
export NUM_CORES = 4
export LEC_CHECK = 1
export CORE_AREA = 10 10 70 70
export DIE_AREA = 0 0 80 80
```
**./run.sh**
```bash
#!/bin/bash
# OpenROAD 26Q1-2900-gdf79404cd8, Yosys 0.63+post, stock flow scripts
make -C /OpenROAD-flow-scripts/flow DESIGN_CONFIG=/design/flow/config.mk WORK_HOME=/design/flow/orfs finish
```
==> out/results.tsv <==
metric	value	unit
outcome	finished clean	
cts_sinks	8	
slew_headroom	0.794	
r2r_start	st.q[0]$_SDFF_PP0_	
power.switching	0.0509	mW
cts_root_buffer	clkbuf_4	
rows	21	
place_area	437	um^2
dp_hpwl	473	um
drive_gt1_frac	0.0857	
ys_cells	31	
synth-seq-cells	8	
hold_slack	0.438	ns
min_from	st.q[0]$_SDFF_PP0_	
layout_min_cycle_time	1.75	ns
ys_warn_count	1	
dp_slack	0.533	ns
grt_pass1_vias	232	
pwr-share-comb	0.064	
cts_hold_repair.buffers	0	
hold_class	reg -> reg	
wirelength	554	um
ys_seq_frac	0.459	
whs_endpoint	st.q[0]$_SDFF_PP0_	
fin_crit_sh	0.760	
power.internal	0.215	mW
fmax	0.572	GHz
antennaDiodeCount	0	
dp.cells	78	
ff_latch_area	160	um^2
leakage	0.195	nW
ir_drop	340	uV
vias	190	
ctsResizeCount	0	
die_area	6400	um^2
h-tree-depth	1	
utilization	0.134	
wire_per_inst	6.84	um
maxCapViolations	0	
antenna_found_initial	0	
finalHoldViolCount	0	
swShare	0.192	
die_h	80	um
clock_latency	0.24	ns
cts_buffers	3	
cts.reportedPaths.clkPinSlew	0.05	ns
postRouteAntennaNets	0	
whs_path_depth	1	
cts_setup_buffers	0	
p_seq_frac	0.550	
drt_iter0_drc	5	
design.portCount	10	
crit_fanout	3	
end_kind	flop	
synthToLayoutAreaGrowth	31.5	%
grt_pass1_wl	993	um
maxSlewViolCount	0	
grt_overflow	0	
firstDrtPassIters	2	
grt_use_met2	0.0249	
max_slew.worst_pin.slew	0.308	ns
cp-start-kind	flop	
die_w	80	um
fp_util	0.102	
grt-busiest-layer	met3	
cp.arrival	1.87	ns
top_regs	st.q x8	
portBuffers	9	
r2r_setup_slack	0.55	ns
powerDensity	578	nW/um^2
coreArea	3420	um^2
worst-r2r-cell-count	8	
synthCells	31	
vias_per_cell	2.35	
p_clk_frac	0.386	
grt_max_degree	9	
rsz0062_at_grt	no	
avgSynthCellArea	11.3	um^2
setup_viol	0	
required	2.42	ns
fin_skew	0.000428	ns
r2r_end	st.q[7]$_SDFF_PP0_	
ys_types	6	
power	0.265	mW
tns	0	ns
fillers	404	
ys_area	349	um^2
stdcell_count	81	
logic_area	129	um^2
cts_tree	built	
setup_slack	0.552	ns
crit_type	reg -> reg	
globalRouteMet1Util	0.0194	
largest_reg_flops	8	
regMostFlops	st.q	
tool_warnings	25	
drc_errors	0	
grtUsageMet3	0.0295	
fin_area	459	um^2
clockBufferDepth	2	
grt_use_total	0.0202	
syn-cell-area	349	um^2
gp_congestion	0.646	
## cell type report
class,instances,share of cell area
repair buffers,9,0.196
flip-flops and latches,8,0.349
well taps,46,0.125
clock buffers,3,0.0490
multi-input cells,15,0.281
## Yosys cell counts
master | instances | share of area
ha_1 | 6 | 0.22
xnor2_1 | 1 | 0.025
nor2_1 | 2 | 0.022
buf_4 | 8 | 0.17
dfxtp_1 | 8 | 0.46
nor2b_1 | 6 | 0.11
## cell usage in the layout (no fill, tap or decap)
cell type / n
nor2_1: 2
nor2b_1: 6
dfxtp_1: 8
clkbuf_4: 3
xnor2_1: 1
ha_1: 6
clkdlybuf4s50_1: 9
## critical path, stage by stage (launching register included)
cell and delay, ns:
dfxtp_1 0.32, ha_1 0.18, ha_1 0.18, ha_1 0.18
ha_1 0.18, ha_1 0.18, ha_1 0.19, xnor2_1 0.16
nor2_1 0.06
## per-layer routing
layer | part of all wire | vias up
li1 | - | 101
met1 | 0.45 | 78
met2 | 0.28 | 11
met3 | 0.27 | 0
met4 | 0 | 0
met5 | 0 | -
## cell families (layout without fill, tap and decap cells)
logic type | after synthesis | in the layout | synth area share
xor gates and xnor gates | 1 | 1 | 0.0251
adders and majority gates | 6 | 6 | 0.215
buffers and inverters | 8 | 12 | 0.172
DFF | 8 | 8 | 0.459
and+or+nand+nor | 8 | 8 | 0.129
## power groups by stage
stage                 logic [mW]  clock network, mW  registers [mW]
after global routing      0.0211              0.119           0.146
final                     0.0169              0.102           0.146
after CTS                 0.0174              0.109           0.146
## how the worst max path moves through the flow
stage	from	end	slack, ns	depth (start not counted)
finish	st.q[0]$_SDFF_PP0_	st.q[7]$_SDFF_PP0_	0.55	8
global route	st.q[0]$_SDFF_PP0_	st.q[7]$_SDFF_PP0_	0.41	8
CTS	st.q[0]$_SDFF_PP0_	st.q[7]$_SDFF_PP0_	0.53	8
Power is estimated from default activity; no workload was simulated.
